===== constraint.sdc =====
current_design counter

set clk_period 3.2
set clk_io_pct 0.2

create_clock -name clk0 -period $clk_period [get_ports {CLOCK_50}]

set non_clock_inputs [all_inputs -no_clocks]
set_input_delay [expr $clk_period * $clk_io_pct] -clock clk0 $non_clock_inputs
set_output_delay [expr $clk_period * $clk_io_pct] -clock clk0 [all_outputs]

===== config.mk =====
export PLATFORM = sky130hd
export DESIGN_NAME = counter
export DESIGN_NICKNAME = counter
export VERILOG_FILES = /design/flow/design.v
export SDC_FILE = /design/flow/constraint.sdc
export NUM_CORES = 4
export LEC_CHECK = 1
export CORE_AREA = 10 10 103 103
export DIE_AREA = 0 0 113 113

===== design.v =====
module counter (CLOCK_50,SW,LEDR);
input CLOCK_50,SW;
output reg [3:0] LEDR;
reg [25:0] clkdiv;
always @ (posedge CLOCK_50)
begin
if (clkdiv ==26'b1011_1110_1011_1100_0010_0000_00)
begin 
if (SW)
LEDR <= 4'b0;
else
LEDR <= LEDR +1'b1;
clkdiv <= 26'b0;
end
else
clkdiv = clkdiv + 1;
end
endmodule

===== run.sh =====
#!/bin/bash
# OpenROAD 26Q1-2900-gdf79404cd8, Yosys 0.63+post, stock flow scripts
make -C /OpenROAD-flow-scripts/flow DESIGN_CONFIG=/design/flow/config.mk WORK_HOME=/design/flow/orfs finish

==> flow_summary.yaml <==
# implementation run metrics
outcome:
  outcome: "completed"
synthesis:
  topCellsByArea: "sky130_fd_sc_hd__dfxtp_1 37%, sky130_fd_sc_hd__edfxtp_1 8.6%, sky130_fd_sc_hd__xnor2_1 8.1%"
  summed_instance_area_of_the_synthesized_netlist_um2: 1400
  postSynthRegisterBits: 30
  synthTopCellsByCount: "26 x sky130_fd_sc_hd__dfxtp_1, 15 x sky130_fd_sc_hd__nor2_1, 13 x sky130_fd_sc_hd__xnor2_1, 12 x sky130_fd_sc_hd__nand2_1, 12 x sky130_fd_sc_hd__nand3_1"
  post_synth_inst_count: 149
  syn_area_per_cell_um2: 9.42
  synth-seq-area-share_pct: 45.6
  synthDominantCellAreaShare_pct: 37.1
  synthDistinctLibCells: 33
  ys_dominant_reg_cell: "sky130_fd_sc_hd__dfxtp_1"
  netlist.top_cell.by_area: "sky130_fd_sc_hd__dfxtp_1"
  synth_warnings: 1
  yosysCellCount: 149
  top_cell: "sky130_fd_sc_hd__dfxtp_1"
  edf_count: 4
  synth-area-yosys_um2: 1400
  synth-async-reset-ratio_pct: 0
placement:
  post-place-ws_ns: 1.37
  place_congestion: 0.888
  buffer_ports.inserted: 5
  dpl.cell_count: 255
  post-dp-hpwl_um: 1900
floorplan:
  overall_die_height_um: 113
  dieWidth_um: 113
  rows: 33
  chipArea_um2: 12800
  io_pins: 6
  core_area_um2: 8300
  floorplanUtilization_pct: 16.9
final_timing:
  finalHoldWorstSlack_ns: 0.472
  timing.final.setup_violations: 0
  finalMaxSlewViolations: 0
  fin_crit_ns: 1.88
  achievable-frequency_mhz: 533
  finClkSkew_ns: 0.00395
  rsz0062_at_grt: "no"
  slew_headroom_pct: 70.2
  tightestPinTransition_ns: 0.442
  final_worst_slack_ns: 1.32
  final_hold_vios: 0
  setup_total_negative_slack_ns: 0
  post-route-period-util_pct: 58.6
detailed_routing:
  vias: 1108
  post_drt_wl_per_cell_um: 10.2
  detail_route.iter0.violations: 68
  detail_route.first_pass.iterations: 5
  ant_nets: 0
  routed_via_density: 4.21
  num_antenna_cells: 0
  drt-total-wl_um: 2680
  drc: 0
grt:
  groute.usage.overall_pct: 4.17
  grt_first_pass_wirelength_um: 4690
  grt-ovfl-total: 0
  first_global_vias: 1006
  maximum_number_of_pins_on_one_net_before_global_route_repair: 15
  antenna_found_initial: 0
pwr:
  worst_ir_drop_vdd_uv: 118
  clock_power_share_pct: 42.0
  comb_power_share_pct: 0.4
  pwr-share-seq_pct: 57.6
  switching_share_pct: 20.3
  power_per_cell_area_nw_per_um2: 401
  static-leakage-power_nw: 0.542
  p_sw_uw: 134
  p_int_uw: 527
cts:
  tritoncts: "built"
  clock_insertion_delay_worst_skew_ns: 0.28
  cts.htree.levels: 2
  postCtsSetupBuffers: 0
  tritoncts_num_sinks: 30
  post_cts_resize_count: 0
  cts.hold.buffers_added: 0
  clk_transition_reported_paths_ns: 0.06
  cts-buffers-inserted: 5
  cts-root-to-sink-buffers: 2
  clock-root-buffer: "sky130_fd_sc_hd__clkbuf_8"
cells_and_area:
  layout.cells.non_filler: 263
  post_route_cells_drive_above_1_share_pct: 6.33
  syn2layout_area_growth_pct: 17.5
critical_path:
  timing.critical_path.required_ns: 3.42
  rrSetupSlack_ns: 1.32
  worstSetupPathType: "reg -> reg"
  critPathArrivalTime_ns: 2.09
  crit_end: "clkdiv[15]"
  r2r-end: "clkdiv[15]"
  rr_worst_depth: 4
  critical_path.reg2reg.startpoint: "clkdiv[2]"
  worst_setup_end_kind: "register"
  critPathMaxFanout: 8
  startpoint: "clkdiv[2]"
  start_kind: "register"
worst_hold_path:
  hp-class: "reg -> reg"
job:
  drv.max_cap_violation_count: 0
  tool_warnings: 26
how the worst min path moves through the flow:
stage                       from  slack, ns    endpoint  cells past startpoint
final                  clkdiv[0]       0.47   clkdiv[0]                      1
after global routing  clkdiv[22]       0.50  clkdiv[22]                      1
after CTS             clkdiv[19]       0.48  clkdiv[19]                      1
logic make-up (layout without fill, tap and decap cells):
| group | count (synthesis) | in the layout | share of synthesized area (%) |
|---|---|---|---|
| and+or+nand+nor | 74 | 74 | 29.5 |
| DFF | 30 | 30 | 45.6 |
| xor gates and xnor gates | 18 | 18 | 11.2 |
| AOI/OAI and AO/OA | 11 | 11 | 4.90 |
| buffers and inverters | 8 | 17 | 2.49 |
| muxes | 5 | 5 | 3.57 |
| adders and majority gates | 3 | 3 | 2.67 |
metal layers:
metal | share of wire [%] | vias to the layer above | global-route usage [%]
li1 | - | 556 | -
met1 | 49 | 504 | 6.05
met2 | 40 | 34 | 5.88
met3 | 8.2 | 14 | 1.66
met4 | 2.2 | 0 | 0.423
met5 | 0 | - | 0
cell type report:
| type | count | area [um2] |
|---|---|---|
| Clock buffer | 5 | 68.8 |
| Clock inverter | 3 | 11.3 |
| Fill cell | 895 | 6650 |
| Inverter | 3 | 11.3 |
| Multi-Input combinational cell | 111 | 728 |
| Sequential cell | 30 | 641 |
| Tap cell | 105 | 131 |
| Timing Repair Buffer | 6 | 57.6 |
through the flow:
step                cell area [um2]  power, mW  util (%)
floorplan                      1400      0.390         -
global placement               1570      0.392      18.9
detailed placement             1570      0.391      18.9
CTS                            1650      0.672      19.9
global route                   1650      0.692      19.9
finish                         1650      0.661      19.9
sequential cells by signal, indices dropped and copies added, names as in the netlist:
name,count
clkdiv,26
LEDR,4
power groups by stage:
stage                 registers [mW]  clock network (mW)  logic [mW]
after CTS                      0.381               0.288     0.00240
after global routing           0.380               0.309     0.00263
final                          0.381               0.278     0.00235
cell usage in the layout, fill, tap and decap left out, drive strengths merged, types with 5 or more instances in the layout:
cell	n
clkbuf	5
clkdlybuf4s50	5
dfxtp	26
mux2i	5
nand2	12
nand3	12
nand4	8
nor2	15
nor4	5
xnor2	13
xor2	5
worst max-delay path: stages (launching register included):
cell and delay (ns):
sky130_fd_sc_hd__dfxtp_1 0.47, sky130_fd_sc_hd__nand3_1 0.25, sky130_fd_sc_hd__or3_1 0.46, sky130_fd_sc_hd__or4_1 0.49, sky130_fd_sc_hd__a21oi_1 0.14
Power is estimated from default activity; no workload was simulated.
