### design/flow/config.mk
export PLATFORM = sky130hd
export DESIGN_NAME = sevenseg
export DESIGN_NICKNAME = sevenseg
export VERILOG_FILES = /design/flow/design.v
export SDC_FILE = /design/flow/constraint.sdc
export NUM_CORES = 4
export LEC_CHECK = 1
export CORE_AREA = 10 10 70 70
export DIE_AREA = 0 0 80 80
### design/flow/constraint.sdc
current_design sevenseg

set clk_period 1.2
set clk_io_pct 0.2

create_clock -name clk0 -period $clk_period

set non_clock_inputs [all_inputs -no_clocks]
set_input_delay [expr $clk_period * $clk_io_pct] -clock clk0 $non_clock_inputs
set_output_delay [expr $clk_period * $clk_io_pct] -clock clk0 [all_outputs]
### design/flow/design.v
module sevenseg (SW, LEDR, HEX1, HEX0);
	input [7:0] SW;
	output [7:0] LEDR;	
	output [0:6] HEX1, HEX0;
	assign LEDR = SW;
	bcd7seg digit1 (.B(SW[7:4]), .H(HEX1));
	bcd7seg digit0 (.B(SW[3:0]), .H(HEX0));
endmodule
module bcd7seg (B, H);
	input [3:0] B;
	output [0:6] H;
	wire [0:6] H;
assign H[0] = (~B[3] & B[2] & ~B[1] & ~B[0]) | (~B[3] & ~B[2] & ~B[1] & B[0]);
	assign H[1] = (B[2] & ~B[1] & B[0]) | (B[2] & B[1] & ~B[0]);
	assign H[2] = (~B[2] & B[1] & ~B[0]);
	assign H[3] = (~B[3] & ~B[2] & ~B[1] & B[0]) | (~B[3] & B[2] & ~B[1] & ~B[0]) | (~B[3] & B[2] & B[1] & B[0]);
	assign H[4] = (~B[1] & B[0]) | (~B[3] & B[0]) | (~B[3] & B[2] & ~B[1]);
	assign H[5] = (B[1] & B[0]) | (~B[2] & B[1]) | (~B[3] & ~B[2] & B[0]);
	assign H[6] = (B[2] & B[1] & B[0]) | (~B[3] & ~B[2] & ~B[1]);
endmodule
### design/flow/run.sh
#!/bin/bash
# OpenROAD 26Q1-2900-gdf79404cd8, Yosys 0.63+post, stock flow scripts
make -C /OpenROAD-flow-scripts/flow DESIGN_CONFIG=/design/flow/config.mk WORK_HOME=/design/flow/orfs finish
==> flow_summary.ini <==
; generated from flow reports
[logic_synthesis]
yosys.stat.seqShare = 0
yosys.cell_types.count = 18
yosys_cells = 41
syn-mean-instance-area_um2 = 6.23
synthCells = 41
syn_area_um2 = 255
yosysTopAreaCell = buf_4
synth_top_area_share = 0.235
area_leaders = buf_4, xnor2_1, o31ai_1
yosysChipArea_um2 = 255
ys_warn_count = 0

[final_layout]
regArea_um2 = 0
nClkBuffers = 0
drive_gt1_frac = 0.448
fin_cells = 113
mostFrequentLayoutCells = buf_4, clkdlybuf4s50_1, dlygate4sd2_1
nFillCells = 398
area_growth_pct = 131
combGateArea_um2 = 210
ff_count = 0
final_common_cell = buf_4
fin_util = 0.173

[final_timing]
layout_min_cycle_time_ps = 1170
tns_ps = 0
slew_violations = 0
hold_viol = 0
setup_violations = 0
timing.fmax_mhz = 851
finalCritPeriodShare = 0.979
worstMarginPinSlew_ps = 208
holdWs_ps = 755
timing.slew.headroom = 0.860
rsz0062_at_grt = yes

[pwr]
power_frac_comb = 1.000
power_switching_w = 0.0000675
peakVddDrop_mv = 0.116
power.sequential.fraction = 0
pwr_density_cell_mw_per_mm2 = 316
leakage_nw = 0.283
p_int_w = 0.000119
p_clk_frac = 0
switching_share = 0.362

[place]
dp_cells = 112
gp_congestion = 0.768
numPortBuffers = 30
dpl.hpwl_um = 901

[drt]
wl_per_cell_um = 9.06
via_per_inst = 3.12
antenna_cells = 0
firstDrtPassIters = 2
num_vias = 352
drc = 0
ant_nets = 0
drt_iter0_markers = 10
drt_wl_total_um = 1020

[floorplanning]
core_mm2 = 0.00342
die_height_um = 80
fp_util = 0.0747
rows = 21
die_width_um = 80
ios = 30
dieArea_mm2 = 0.00640

[global_routing]
grt_util_met2 = 0.0522
grt_max_degree = 9
met1_usage = 0.0304
grt_antenna_before_repair = 0
grt_pass1_vias = 317
grt_pass1_wl_um = 1500
grt-ovfl-total = 0
grt_busiest_layer = met2
gr-usage-met3 = 0.00682
grt_usage = 0.0270

[critical_path]
worst_ep_arrival_time_ps = 930
path_depth = 3
worst_path_max_delay_cell = clkdlybuf4s50_1
crit_chain = buf_6 > buf_4 > clkdlybuf4s50_1
cp.required_ps = 960
cp-startpoint = SW[0]
crit_path_end = LEDR[0]
slowest_delay_ps = 470
critPathLaunchType = input port
endpoint_kind = primary output
critPathMaxFanout = 5
critical_path_buf_inv_count = 3
crit_type = input port to primary output
crit_family = buffers and inverters

[run]
maxCapViolations = 0
warning_count = 33

[status]
outcome = finished clean

[worst_hold_path]
hold_class = input port to primary output
[worst min path at each step]
stage,from,to,slack [ps],cells past startpoint
CTS,SW[3],HEX0[3],800,3
global route,SW[7],HEX1[5],770,3
finish,SW[6],HEX1[5],750,3
[Yosys cell counts (all sizes together)]
cell     n
nor3     2
o21a     2
o31ai    3
a21oi    1
and3     1
o21bai   1
o21ai    4
nor2     3
xnor2    4
buf     10
o22ai    1
nor3b    1
nand2    1
clkbuf   1
nand3    2
inv      4
[power groups by stage]
stage | combinational [W] | sequential, W | clock, W
CTS | 0.000185 | 0 | 0
global route | 0.000206 | 0 | 0
finish | 0.000186 | 0 | 0
[stage by stage]
stage	power (W)	instance area [um2]	setup WS [ps]
after global routing	0.000206	589	-15.9
after CTS	0.000185	586	11.9
final	0.000186	589	25.4
after detailed placement	0.000195	583	-776
after floorplan	0.0000653	255	245
after global placement	0.000194	583	-796
[routing by layer]
metal	share of wire	wire (um)
met1	0.36	373
met2	0.55	559
met3	0.089	91
met4	0	0
met5	0	0
[area by class of cell]
type               count  area share
repair buffers        37       0.520
multi-input cells     26       0.357
well taps             46      0.0977
inverters              4      0.0255
[kinds of logic after synthesis]
logic type | Yosys count | share of synthesized area
compound gates | 12 | 0.299
xor+xnor | 4 | 0.137
buf+inv | 15 | 0.353
simple gates | 10 | 0.211
[what timing repair did]
item,in CTS,in global routing
setup endpoints to repair,22,5
hold buffers,0,0
pin swaps,4,4
buffers inserted,1,0
resized,69,10
Power and IR drop assume default switching activity.
